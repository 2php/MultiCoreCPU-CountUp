<file path="flow/design.v">
module alu (
  output reg [15:0] q,
  input [15:0] sr1,
  input [15:0] sr2,
  input [15:0] pc,
  input [15:0] ir,
  input CLK,
  input RSTN
  );
  wire [15:0] imm = {{8{ir[7]}},ir[7:0]};
  always @(posedge CLK or negedge RSTN)
  begin
    if (!RSTN) begin
      q <= 0;
    end
    else begin
      casex (ir)
		16'b11_xxx_xxx_xxxxxxxx:  
		  q <= sr1 + imm; 
		16'b00_xxx_xxx_xxx_00100:  
		  q <= (sr1>sr2) ? 16'b1111111111111111 : 16'b0000000000000000;
		16'b00_xxx_xxx_xxx_00101:  
		  q <= sr1 * sr2;
		16'b10_010_xxx_xxxxxxxx:  
		  q <= (sr1) ? pc : imm + pc;
		16'b00_xxx_xxx_xxx_00010:  
		  q <= sr1 + sr2;
		16'b01_xxx_000_xxxxxxxx:   
        q <= imm;
      16'b10_000_000_xxxxxxxx:    
        q <= pc + imm;
		16'b10_001_xxx_xxxxxxxx:
		  q <= (!sr1) ? pc : imm + pc;  
      endcase
    end
  end
endmodule
</file>
<file path="flow/run.sh">
#!/bin/bash
# OpenROAD 26Q1-2900-gdf79404cd8, Yosys 0.63+post, stock flow scripts
make -C /OpenROAD-flow-scripts/flow DESIGN_CONFIG=/design/flow/config.mk WORK_HOME=/design/flow/orfs finish
</file>
<file path="flow/config.mk">
export PLATFORM = sky130hd
export DESIGN_NAME = alu
export DESIGN_NICKNAME = alu
export VERILOG_FILES = /design/flow/design.v
export SDC_FILE = /design/flow/constraint.sdc
export NUM_CORES = 4
export LEC_CHECK = 1
export CORE_UTILIZATION = 40
</file>
<file path="flow/constraint.sdc">
current_design alu

set clk_period 1.0
set clk_io_pct 0.2

create_clock -name clk0 -period $clk_period [get_ports {CLK}]

set non_clock_inputs [all_inputs -no_clocks]
set_input_delay [expr $clk_period * $clk_io_pct] -clock clk0 $non_clock_inputs
set_output_delay [expr $clk_period * $clk_io_pct] -clock clk0 [all_outputs]
</file>
==> impl_table.tex <==
% Yosys + OpenROAD metrics
\begin{tabular}{lr}
\hline
Metric & Value \\
\hline
\multicolumn{2}{l}{\textbf{Cells and area}} \\
\quad Layout overhead on the synthesized area & 58.6\% \\
\quad Largest registers in the final layout & q: 16 flops \\
\quad Largest register by flop count & q \\
\quad Combinational gate area & about 0.0070 mm2 \\
\quad FILL cells & around 1400 \\
\quad Fraction of layout cells with a size suffix above 1 & 0.410 \\
\quad Largest register FFs & 16 \\
\quad Storage cell area & 400 um2 \\
\quad Non-Filler Cell Area, Final & approximately 0.011 mm2 \\
\multicolumn{2}{l}{\textbf{Drt}} \\
\quad Routed via count & 7233 \\
\quad Final WL & 23.8 mm \\
\quad Post-detailed-route DRC marker count & 0 \\
\quad Antenna-violating nets left & 0 \\
\quad Routed wire length per instance & around 17 um \\
\quad DRC violation total after the first TritonRoute iteration & between 400 and 500 \\
\quad Via density & between 5 and 6 \\
\quad DR pass1 iterations & 5 \\
\multicolumn{2}{l}{\textbf{Die}} \\
\quad Total Die Area & $\sim$0.018 mm2 \\
\quad IO Count & just over 80 \\
\quad Floorplan Utilization & 0.410 \\
\quad Row count & about 48 \\
\quad Placeable core region & 0.0173 mm2 \\
\quad Vertical die dimension & approximately 140 um \\
\quad Die x size & $\sim$140 um \\
\multicolumn{2}{l}{\textbf{Final timing}} \\
\quad Clock period minus final worst setup slack & about 4.8 ns \\
\quad Smallest setup slack after layout & -3.82 ns \\
\quad Slew margin rel. & 0.599 \\
\quad Final clock period utilization by the worst path & 4.82 \\
\quad Max-slew violation count & 0 \\
\quad Post-Route Skew & 0 ns \\
\quad Actual slew at the worst max-slew pin & between 0.6 and 0.7 ns \\
\quad Number of setup violations in the final report & 18 \\
\quad RSZ-0062 raised after global routing & yes \\
\quad Hold Fails Final Rpt & 0 \\
\quad Highest attainable clock frequency & 0.208 GHz \\
\quad Sum Neg Setup Slack & -45.60 ns \\
\quad Worst-case hold slack & 0.285 ns \\
\multicolumn{2}{l}{\textbf{CTS}} \\
\quad Source-to-sink clock delay at the later pin of the worst-skew pair & approximately 0.25 ns \\
\quad Clock slew at reported path FFs & roughly 0.050 ns \\
\quad Maximum clock path buffer count & 2 \\
\quad Number of H-tree levels & 1 \\
\quad CTS tree & done \\
\quad Root cell of the clock tree & sky130\_fd\_sc\_hd\_\_clkbuf\_16 \\
\quad Sink Count & 16 \\
\quad Hold\_buf cts & 0 \\
\quad Total clock buffers created by CTS & 3 \\
\multicolumn{2}{l}{\textbf{Logic synthesis}} \\
\quad Count of instantiated cells in the yosys netlist & 857 \\
\quad Fraction of post-synthesis cell area in the top cell type by area & 0.232 \\
\quad Top cell types by occurrence after synthesis & sky130\_fd\_sc\_hd\_\_inv\_1 (138), sky130\_fd\_sc\_hd\_\_ha\_1 (103), sky130\_fd\_sc\_hd\_\_nand2\_1 (94) \\
\quad Most common flop cell mapped by yosys & sky130\_fd\_sc\_hd\_\_dfrtp\_1 \\
\quad Synth warnings & 1 \\
\quad Flops \& latches, synth & 16 \\
\quad Share of flip-flops with an asynchronous set or reset & 1.00 \\
\quad Synthesized area per cell & $\sim$8.3 um2 \\
\quad Number of distinct library cells after synthesis & $\sim$65 \\
\quad Post-synthesis instance area & approximately 0.0071 mm2 \\
\quad Instance tally after logic synthesis & between 800 and 900 \\
\quad Top area cells in the synthesized netlist & sky130\_fd\_sc\_hd\_\_fa\_1 (23\%), sky130\_fd\_sc\_hd\_\_ha\_1 (18\%), sky130\_fd\_sc\_hd\_\_inv\_1 (7.3\%), sky130\_fd\_sc\_hd\_\_dfrtp\_1 (5.7\%), sky130\_fd\_sc\_hd\_\_xnor2\_1 (5.6\%) \\
\quad Yosys chip area & about 0.0071 mm2 \\
\quad Number of flops mapped to enable cells by yosys & 0 \\
\quad Seq/Total Area, Yosys & 0.0565 \\
\quad Cell with the most instances after synthesis & sky130\_fd\_sc\_hd\_\_inv\_1 \\
\quad Cell type contributing the most total cell area after synthesis & sky130\_fd\_sc\_hd\_\_fa\_1 \\
\multicolumn{2}{l}{\textbf{Critical path}} \\
\quad Start-to-end type of the worst setup path & primary input to register \\
\quad Number of cell instances on the worst register-to-register path & 4 \\
\quad Crit Path Max Fanout & 6 \\
\quad Arrival time reported for the critical path endpoint & $\sim$4.9 ns \\
\quad Worst endpoint required time & around 1.1 ns \\
\quad Critical path endpoint category & register \\
\quad Startpoint type of the worst setup path & primary input \\
\multicolumn{2}{l}{\textbf{Global route}} \\
\quad Total gr overflow & 0 \\
\quad GRT busiest layer & met2 \\
\quad First-pass GRT wire length & approximately 38 mm \\
\quad Global Route met3 Usage & 0.0885 \\
\quad Met1 track demand over resource in global routing & 0.412 \\
\quad Global routing usage on met2 & 0.423 \\
\quad Maximum number of pins on one net before global-route repair & 17 \\
\quad Antenna violations before repair & 1 \\
\quad Total routing usage reported by global routing & 0.284 \\
\quad Vias in the first global route & between 7000 and 8000 \\
\multicolumn{2}{l}{\textbf{Place}} \\
\quad Sum of net half-perimeters after detailed placement & roughly 19 mm \\
\quad Routability congestion estimate & 0.976 \\
\quad Cell Area, Placed & between 0.01 and 0.015 mm2 \\
\quad Number of buffers inserted by port buffering & 81 \\
\multicolumn{2}{l}{\textbf{Flow run}} \\
\quad Number of maximum-capacitance constraint violations & 0 \\
\quad Total number of warnings across the stage logs & 36 \\
\multicolumn{2}{l}{\textbf{Run status}} \\
\quad Run status & finished with violations \\
\quad Violations in the final reports & negative setup slack \\
\multicolumn{2}{l}{\textbf{Power and ir drop}} \\
\quad Power density over the cells & approximately 2100 mW/mm2 \\
\quad Leakage power & around 5.5 nW \\
\quad Peak VDD IR & approximately 2.7 mV \\
\multicolumn{2}{l}{\textbf{Worst hold path}} \\
\quad Path class of the lowest-slack min-delay path & primary input to async pin \\
\hline
\end{tabular}
==> cell usage in the layout (no fill, tap or decap), types with 7 or more instances in the layout <==
cell type	instances
sky130_fd_sc_hd__a21oi_1	24
sky130_fd_sc_hd__ha_1	63
sky130_fd_sc_hd__and2_4	26
sky130_fd_sc_hd__fa_1	71
sky130_fd_sc_hd__inv_2	24
sky130_fd_sc_hd__o21a_1	9
sky130_fd_sc_hd__nand3_1	8
sky130_fd_sc_hd__xor2_1	15
sky130_fd_sc_hd__nand2_1	89
sky130_fd_sc_hd__and2_1	32
sky130_fd_sc_hd__clkdlybuf4s50_1	30
sky130_fd_sc_hd__nor3_1	7
sky130_fd_sc_hd__dfrtp_1	16
sky130_fd_sc_hd__a31oi_1	11
sky130_fd_sc_hd__a21oi_2	9
sky130_fd_sc_hd__buf_6	62
sky130_fd_sc_hd__nand2b_1	7
sky130_fd_sc_hd__dlymetal6s2s_1	9
sky130_fd_sc_hd__inv_1	112
sky130_fd_sc_hd__nor2_1	33
sky130_fd_sc_hd__fa_2	11
sky130_fd_sc_hd__ha_2	7
sky130_fd_sc_hd__a222oi_1	9
sky130_fd_sc_hd__xnor2_1	39
sky130_fd_sc_hd__ha_4	33
sky130_fd_sc_hd__buf_4	198
sky130_fd_sc_hd__buf_2	19
sky130_fd_sc_hd__o21ai_0	16
sky130_fd_sc_hd__a21o_1	22
sky130_fd_sc_hd__buf_8	7
==> metal layers <==
metal / part of all wire / routed length, um / up-vias
met1: 0.45 / 10600 / 3431
li1: - / - / 3489
met2: 0.44 / 10400 / 279
met4: 0.025 / 597 / 0
met3: 0.090 / 2150 / 34
met5: 0 / 0 / -
==> what timing repair did <==
| item | CTS | global route |
|---|---|---|
| endpoints found under the setup margin | 32 | 18 |
| hold endpoints to repair | 0 | 0 |
| pin swaps | 89 | 87 |
| setup buffers | 28 | 19 |
| gates resized | 235 | 154 |
==> final timing paths <==
kind,startpoint,to,slack [ns]
max,sr2[1],q[15],-3.82
min,RSTN,q[5],0.28
max reg2reg,q[13],q[13],-0.10
min reg2reg,q[2],q[2],0.55
max in group asynchronous,RSTN,q[6],0.59
min in group clk0,ir[2],q[2],0.52
==> per-stage QoR <==
stage                     setup WS, ns  cells  total power, mW  utilization
after floorplan                  -3.73    857             12.3            -
after global placement           -4.59   1359             18.8        0.584
after detailed placement         -4.67   1359             18.8        0.584
after CTS                        -3.96   1389             21.0        0.624
after global routing             -4.02   1398             25.6        0.650
final                            -3.82   1398             23.5        0.650
==> worst max-delay path, stage by stage <==
cell,delay [ns]
sky130_fd_sc_hd__clkbuf_4,0.16
sky130_fd_sc_hd__buf_4,0.15
sky130_fd_sc_hd__and2_4,0.13
sky130_fd_sc_hd__fa_1,0.50
sky130_fd_sc_hd__inv_1,0.06
sky130_fd_sc_hd__fa_1,0.50
sky130_fd_sc_hd__inv_1,0.05
sky130_fd_sc_hd__fa_1,0.45
sky130_fd_sc_hd__fa_1,0.49
sky130_fd_sc_hd__inv_1,0.05
sky130_fd_sc_hd__fa_1,0.45
sky130_fd_sc_hd__fa_2,0.36
sky130_fd_sc_hd__xor2_1,0.18
sky130_fd_sc_hd__xnor2_1,0.14
sky130_fd_sc_hd__xnor2_1,0.19
sky130_fd_sc_hd__xnor2_1,0.17
sky130_fd_sc_hd__xnor3_2,0.34
sky130_fd_sc_hd__nor3_2,0.11
sky130_fd_sc_hd__nand3b_1,0.16
sky130_fd_sc_hd__a41oi_2,0.10
==> layout make-up <==
class / instances / share of cell area
flip-flops and latches: 16 / 0.0356
clock buffers: 4 / 0.00791
well taps: 225 / 0.0251
diodes: 1 / 0.000223
repair buffers: 340 / 0.263
inverters: 138 / 0.0474
multi-input cells: 674 / 0.621
==> kinds of logic (layout without fill, tap and decap cells) <==
family | after synthesis | count (layout) | synth area share
compound gates | 162 | 162 | 0.161
mux | 7 | 7 | 0.0102
simple gates | 258 | 258 | 0.188
fa+ha+maj | 185 | 185 | 0.414
flops | 16 | 16 | 0.0565
xor+xnor | 62 | 62 | 0.0786
buf+inv | 167 | 482 | 0.0917
other cells | 0 | 1 | 0
==> report_power, final <==
part,internal (mW),leakage (nW),switching [mW],total (mW)
combinational,11.2,5.23,10.4,21.6
clock,0.608,0.0442,0.264,0.872
sequential,0.818,0.184,0.140,0.958
total,12.6,5.46,10.8,23.5
Power is estimated from default activity; no workload was simulated.
