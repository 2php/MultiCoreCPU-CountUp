===== flow/constraint.sdc =====
current_design sevenseg

set clk_period 6.4
set clk_io_pct 0.2

create_clock -name clk0 -period $clk_period [get_ports {CLK}]

set non_clock_inputs [all_inputs -no_clocks]
set_input_delay [expr $clk_period * $clk_io_pct] -clock clk0 $non_clock_inputs
set_output_delay [expr $clk_period * $clk_io_pct] -clock clk0 [all_outputs]

===== flow/run.sh =====
#!/bin/bash
# OpenROAD 26Q1-2900-gdf79404cd8, Yosys 0.63+post, stock flow scripts
make -C /OpenROAD-flow-scripts/flow DESIGN_CONFIG=/design/flow/config.mk WORK_HOME=/design/flow/orfs finish

===== flow/design.v =====
module cputop(
	output [7:0] SEGX_A,
	output [7:0] SEGX_B,
	output [7:0] SEGX_C,
	output [7:0] SEGX_D,
	output [7:0] SEGX_E,
	output [7:0] SEGX_F,
	output [7:0] SEGX_G,
	output [7:0] SEGX_H,
	output [8:0] SEGX_SEL,
	output [7:0] SEG_A,
	output [7:0] SEG_B,
	output [3:0] SEG_SELA,
	output [3:0] SEG_SELB,
	output [7:0] LED,
	output BZ,
	input PSW_D0,
	input PSW_D1,
	input CLK,
	input CLK20MHZ,
	input RSTN
	);
	wire [15:0] DATA0, DATA1, DATA2, DATA3;
	wire [15:0] DATA4, DATA5, DATA6, DATA7;
	wire [15:0] DATAP, DATAQ, DATAR, DATAS;
	wire [15:0] DATAT, DATAU, DATAV, DATAW;
	assign SEG_A = 8'b01101110;
	assign SEG_B = 8'b00011100;
	assign SEG_SELA = 4'b1111;
	assign SEG_SELB = 4'b1111;
	cpu cpu (
		.led(LED[7:0]),
		.seg8(DATAP),
		.seg9(DATAQ),
		.sega(DATAR),
		.segb(DATAS),
		.segc(DATAT),
		.segd(DATAU),
		.sege(DATAV),
		.segf(DATAW),
		.seg0(DATA0),
		.seg1(DATA1),
		.seg2(DATA2),
		.seg3(DATA3),
		.seg4(DATA4),
		.seg5(DATA5),
		.seg6(DATA6),
		.seg7(DATA7),
		.start(~PSW_D0),
		.stop(~PSW_D1),
		.CLK(CLK),
		.RSTN(RSTN)
		);
	sevenseg sevenseg (
		.SEGX_SEL(SEGX_SEL),
		.SEGX_A(SEGX_A),
		.SEGX_B(SEGX_B),
		.SEGX_C(SEGX_C),
		.SEGX_D(SEGX_D),
		.SEGX_E(SEGX_E),
		.SEGX_F(SEGX_F),
		.SEGX_G(SEGX_G),
		.SEGX_H(SEGX_H),
		.LEDX(64'b0),
		.DATA0(DATA0),
		.DATA1(DATA1),
		.DATA2(DATA2),
		.DATA3(DATA3),
		.DATA4(DATA4),
		.DATA5(DATA5),
		.DATA6(DATA6),
		.DATA7(DATA7),
		.DATAP(DATAP),
		.DATAQ(DATAQ),
		.DATAR(DATAR),
		.DATAS(DATAS),
		.DATAT(DATAT),
		.DATAU(DATAU),
		.DATAV(DATAV),
		.DATAW(DATAW),
		.CLK(CLK20MHZ),
		.RSTN(RSTN)
		);
	sound sound (
		.BZ(BZ),
		.data(DATA0),
		.CLK(CLK20MHZ),
		.RSTN(RSTN)
		);
endmodule
module sevenseg (
	output [8:0] SEGX_SEL,
	output [7:0] SEGX_A,
	output [7:0] SEGX_B,
	output [7:0] SEGX_C,
	output [7:0] SEGX_D,
	output [7:0] SEGX_E,
	output [7:0] SEGX_F,
	output [7:0] SEGX_G,
	output [7:0] SEGX_H,
	input [63:0] LEDX,
	input [15:0] DATA0,
	input [15:0] DATA1,
	input [15:0] DATA2,
	input [15:0] DATA3,
	input [15:0] DATA4,
	input [15:0] DATA5,
	input [15:0] DATA6,
	input [15:0] DATA7,
	input [15:0] DATAP,
	input [15:0] DATAQ,
	input [15:0] DATAR,
	input [15:0] DATAS,
	input [15:0] DATAT,
	input [15:0] DATAU,
	input [15:0] DATAV,
	input [15:0] DATAW,
	input CLK,
	input RSTN
	);
	reg [14-1:0] count0;
	reg [3:0] count1;
	always @(posedge CLK or negedge RSTN) 
	begin
		if (!RSTN)
		begin
			count0 <= 14'd0;
		end
		else
		begin
			count0 <= count0+14'd1;
		end
	end
	always @(posedge CLK or negedge RSTN)
	begin
		if (!RSTN)
		begin
			count1 <= 4'd0;
		end
		else if (count0 == (1<<14)-1)
		begin
			if (count1 == 4'd8)
			begin
				count1 <= 4'd0;
			end
			else
			begin
				count1 <= count1+4'd1;
			end
		end
	end
	assign SEGX_SEL[0] = (count1==0 && count0==1) ? 1'b1 : 1'b0;
	assign SEGX_SEL[1] = (count1==1 && count0==1) ? 1'b1 : 1'b0;
	assign SEGX_SEL[2] = (count1==2 && count0==1) ? 1'b1 : 1'b0;
	assign SEGX_SEL[3] = (count1==3 && count0==1) ? 1'b1 : 1'b0;
	assign SEGX_SEL[4] = (count1==4 && count0==1) ? 1'b1 : 1'b0;
	assign SEGX_SEL[5] = (count1==5 && count0==1) ? 1'b1 : 1'b0;
	assign SEGX_SEL[6] = (count1==6 && count0==1) ? 1'b1 : 1'b0;
	assign SEGX_SEL[7] = (count1==7 && count0==1) ? 1'b1 : 1'b0;
	assign SEGX_SEL[8] = (count1==8 && count0==1) ? 1'b1 : 1'b0;
	assign SEGX_A = leddec(count1,DATA0[15:12],DATA2[15:12],DATA4[15:12],DATA6[15:12],
			             DATAP[15:12],DATAR[15:12],DATAT[15:12],DATAV[15:12],LEDX[63:56]);
	assign SEGX_B = leddec(count1,DATA0[11: 8],DATA2[11: 8],DATA4[11: 8],DATA6[11: 8],
			             DATAP[11: 8],DATAR[11: 8],DATAT[11: 8],DATAV[11: 8],LEDX[55:48]);
	assign SEGX_C = leddec(count1,DATA0[ 7: 4],DATA2[ 7: 4],DATA4[ 7: 4],DATA6[ 7: 4],
			             DATAP[ 7: 4],DATAR[ 7: 4],DATAT[ 7: 4],DATAV[ 7: 4],LEDX[47:40]);
	assign SEGX_D = leddec(count1,DATA0[ 3: 0],DATA2[ 3: 0],DATA4[ 3: 0],DATA6[ 3: 0],
			             DATAP[ 3: 0],DATAR[ 3: 0],DATAT[ 3: 0],DATAV[ 3: 0],LEDX[39:32]);
	assign SEGX_E = leddec(count1,DATA1[15:12],DATA3[15:12],DATA5[15:12],DATA7[15:12],
			             DATAQ[15:12],DATAS[15:12],DATAU[15:12],DATAW[15:12],LEDX[31:24]);
	assign SEGX_F = leddec(count1,DATA1[11: 8],DATA3[11: 8],DATA5[11: 8],DATA7[11: 8],
			             DATAQ[11: 8],DATAS[11: 8],DATAU[11: 8],DATAW[11: 8],LEDX[23:16]);
	assign SEGX_G = leddec(count1,DATA1[ 7: 4],DATA3[ 7: 4],DATA5[ 7: 4],DATA7[ 7: 4],
			             DATAQ[ 7: 4],DATAS[ 7: 4],DATAU[ 7: 4],DATAW[ 7: 4],LEDX[15: 8]);
	assign SEGX_H = leddec(count1,DATA1[ 3: 0],DATA3[ 3: 0],DATA5[ 3: 0],DATA7[ 3: 0],
			             DATAQ[ 3: 0],DATAS[ 3: 0],DATAU[ 3: 0],DATAW[ 3: 0],LEDX[ 7: 0]);
	function [7:0] leddec;
		input [3:0] count1;
		input [3:0] d0,d1,d2,d3,d4,d5,d6,d7;
		input [7:0] led;
		case (count1)
			0:	leddec = bintoled(d0);
			1:	leddec = bintoled(d1);
			2:	leddec = bintoled(d2);
			3:	leddec = bintoled(d3);
			4:	leddec = bintoled(d4);
			5:	leddec = bintoled(d5);
			6:	leddec = bintoled(d6);
			7:	leddec = bintoled(d7);
			default:leddec = {led[0],led[1],led[2],led[3],led[4],led[5],led[6],led[7]};
		endcase
	endfunction
	function [7:0] bintoled;
		input [3:0] data;
		case (data)
			4'h0: bintoled = 8'b11111100;
	      		4'h1: bintoled = 8'b01100000;
	      		4'h2: bintoled = 8'b11011010;
	      		4'h3: bintoled = 8'b11110010;
	      		4'h4: bintoled = 8'b01100110;
	      		4'h5: bintoled = 8'b10110110;
	      		4'h6: bintoled = 8'b10111110;
	      		4'h7: bintoled = 8'b11100000;
	      		4'h8: bintoled = 8'b11111110;
	      		4'h9: bintoled = 8'b11110110;
	      		4'ha: bintoled = 8'b11101110;
	      		4'hb: bintoled = 8'b00111110;
	      		4'hc: bintoled = 8'b00011010;
	      		4'hd: bintoled = 8'b01111010;
	      		4'he: bintoled = 8'b10011110;
	      		4'hf: bintoled = 8'b10001110;
		endcase
	endfunction
endmodule
module sound (output BZ, input [15:0] data, input CLK, input RSTN);
  reg [16:0] count;
  reg [16:0] counter;
  always @* begin
    case (data)
     1: count = 17'd90909;
     2: count = 17'd85806;
     3: count = 17'd80990;
     4: count = 17'd76445;
     5: count = 17'd72154;
     6: count = 17'd68104;
     7: count = 17'd64282;
     8: count = 17'd60674;
     9: count = 17'd57269;
    10: count = 17'd54054;
    11: count = 17'd51021;
    12: count = 17'd48157;
    13: count = 17'd45454;
    14: count = 17'd42903;
    15: count = 17'd40495;
    16: count = 17'd38222;
    17: count = 17'd36077;
    18: count = 17'd34052;
    19: count = 17'd32141;
    20: count = 17'd30337;
    21: count = 17'd28634;
    22: count = 17'd27027;
    23: count = 17'd25510;
    24: count = 17'd24078;
    25: count = 17'd22727;
    26: count = 17'd21451;
    27: count = 17'd20247;
    28: count = 17'd19111;
    29: count = 17'd18038;
    30: count = 17'd17026;
    31: count = 17'd16070;
    32: count = 17'd15168;
    33: count = 17'd14317;
    34: count = 17'd13513;
    35: count = 17'd12755;
    36: count = 17'd12039;
    37: count = 17'd11363;
    38: count = 17'd10725;
    39: count = 17'd10123;
    40: count =  17'd9555;
    41: count =  17'd9019;
    42: count =  17'd8513;
    43: count =  17'd8035;
    44: count =  17'd7584;
    45: count =  17'd7158;
    46: count =  17'd6756;
    47: count =  17'd6377;
    48: count =  17'd6019;
    49: count =  17'd5681;
    50: count =  17'd5362;
    51: count =  17'd5061;
    52: count =  17'd4777;
    default: count = 17'd0;
	 endcase
  end
  always @(posedge CLK or negedge RSTN) begin
    if (!RSTN) begin
	   counter <= 17'd0;
	 end
	 else begin
	   if (counter == 0) counter <= count;
		else counter <= counter - 17'd1;
	 end
  end
  assign BZ = (counter>(count>>1));
endmodule

===== flow/config.mk =====
export PLATFORM = sky130hd
export DESIGN_NAME = sevenseg
export DESIGN_NICKNAME = sevenseg
export VERILOG_FILES = /design/flow/design.v
export SDC_FILE = /design/flow/constraint.sdc
export NUM_CORES = 4
export LEC_CHECK = 1
export CORE_UTILIZATION = 30
export SYNTH_MEMORY_MAX_BITS = 65536

==> Slide: Implementation Results <==
Synthesis and Place & Route Summary

Routing
  • Routed vias: a little under 20000
  • Drt wl/cell: about 19 um
  • Initial DRC count: 1141
  • Top sig layer: met4
  • WL final: just under 70000 um
  • Post-DRT Antenna Nets: 0
  • Residual DRC: 0
  • WL met3: roughly 4900 um
  • Pre-antenna DRT Iters: 5
  • Met2 wire len: 30500 um
  • Metal1 wirelength: around 31000 um
  • DR vias/cell: between 5 and 6

CTS
  • Clock Sinks: 18
  • Clock Path Buffers: 2
  • Clock latency on the worst-skew pair: between 200 and 300 ps
  • CTS Hold Bufs: 0
  • Num CTS Buffers: 3
  • Resized Gates After CTS: 0
  • Setup bufs post-CTS: 0
  • CTS root buf: clkbuf_16
  • TritonCTS clock tree: done
  • Clock slew at reported path FFs: about 50 ps
  • H-tree depth: 1

Floorplan
  • Chip area: approximately 61000 um^2
  • Die Wd: approximately 250 um
  • DIE HEIGHT: between 200 and 250 um
  • # rows: between 80 and 90
  • I/O pin count: about 400
  • Core Box Area: slightly below 60000 um^2
  • Fp util: 0.304

Logic synthesis
  • EDFF count, synth: 0
  • Asr flop ratio synth: 1.00
  • Yosys cell count: about 2500
  • Ys flops: 18
  • Post-synth top cells: 390 x ha_1, 245 x nand2_1, 208 x nor2_1
  • Seq share, synth: 0.0252
  • Top cells by area, synth: ha_1 27%, mux4_2 5.7%, a21oi_1 5.4%, o21ai_0 5.4%, nand2_1 5.1%
  • Cells after Synth: approximately 2500
  • Cell type with the largest total area: ha_1
  • Synthesized area per cell: 7.07 um^2
  • Dominant cell area share: 0.273
  • Most common flop cell mapped by yosys: dfrtp_1
  • Cell with the most instances after synthesis: ha_1
  • Yosys cell types: around 75
  • YS chip area: approximately 18000 um^2
  • Post-Syn Area: 17900 um^2
  • Ys Warns: 1

Run status
  • Status: complete, no violations

STA
  • Clock skew: 0.643 ps
  • Slew Limit Fails: 0
  • Final hold vios: 0
  • Worst-Margin Slew: between 1000 and 1500 ps
  • Setup tns final: 0 ps
  • F_max: 0.176 GHz
  • Crit share post-route: 0.886
  • Slew headroom: 0.242
  • Tmin final: ~5700 ps
  • Setup violations, final: 0
  • RSZ-0062 raised after global routing: false

Placed design
  • Gp weighted congestion: between 0.9 and 1
  • Hpwl dp: 55200 um
  • IO Port Bufs: approximately 400
  • Placed cell count: between 3000 and 4000

GRT
  • Initial antenna violation count: 8
  • Vias in the first global route: about 17000
  • Grt total ovfl: 0
  • Pin count of the biggest net entering global routing: 36
  • First-pass GRT wire length: approximately 100000 um
  • Tot GR Track Use: 0.217

Worst setup path
  • Crit end category: output port
  • RR Endpoint: count1[3]
  • CP startpoint kind: input pin
  • Worst EP required: about 5100 ps
  • R2R Path Start: count0[0]
  • Critical path fanouts, max: 7
  • Critical Path AT: approximately 4400 ps
  • Crit Path Category: input pin to output port
  • R2r setup slk: between 4000 and 5000 ps
  • R2R depth: 5
  • Worst setup path start: DATAU[1]

Pwr
  • P per Cell Area: slightly below 60 nW/um^2
  • Static leakage: between 0.009 and 0.01 uW
  • Max VDD drop: 0.108 mV

Worst hold path
  • Worst hold path depth: 1
  • Hold path start: count0[12]
  • Hold endpoint: count0[12]
  • Worst hold path class: flop to flop

Cells and area
  • Layout cells sized above 1: 0.0472
  • Area Overhead vs Synth: 25.1%
  • Fillers: 6031
  • Fin cells: between 3000 and 4000

Run
  • Max-Cap Viols: 0
  • Log Warnings: roughly 350
==> per-layer routing <==
layer,GRT usage,up-vias
met5,0,-
met4,0.0396,0
met3,0.0391,58
met2,0.337,628
met1,0.316,9021
li1,-,9729
==> stage by stage <==
step | setup WS, ps | instance area, um^2 | hold WS, ps | utilization | total power (uW)
final | 729 | 22400 | 500 | 0.380 | 1290
after global routing | 709 | 22400 | 520 | 0.380 | 1410
after CTS | 903 | 22400 | 504 | 0.379 | 1280
after detailed placement | 902 | 22300 | 491 | 0.378 | 1140
after global placement | 886 | 22300 | 493 | 0.378 | 1150
after floorplan | 2550 | 17900 | 463 | - | 681
==> how the worst max path moves through the flow <==
stage                        to  cells past startpoint  slack, ps
final                 SEGX_H[7]                      9        730
after global routing  SEGX_H[7]                      9        710
after CTS             SEGX_H[7]                      9        900
==> power by group <==
part | switching, uW | leakage (uW) | total (uW) | internal, uW
logic | 535 | 0.00931 | 1040 | 505
clock network | 41.1 | 0.0000442 | 136 | 95.0
registers | 0 | 0.000242 | 114 | 114
==> placed cells by master (no fill, tap or decap), drive strengths merged, types with 45 or more instances in the layout <==
cell type / Yosys / layout
nand2: 245 / 245
a211oi: 51 / 51
clkdlybuf4s50: 0 / 394
inv: 204 / 204
nor2b: 94 / 94
o211ai: 69 / 69
ha: 390 / 390
o21ai: 195 / 195
mux4: 45 / 45
a21oi: 195 / 195
nor2: 208 / 208
o22ai: 50 / 50
==> worst max-delay path, stage by stage <==
cell and delay, ps:
clkdlybuf4s50_1 530, inv_1 150, ha_1 200, nor2b_1 170
a2111oi_0 90, a31o_2 300, a2111oi_0 940, nand4_1 200
clkdlybuf4s50_1 530
==> state kept, by name, summed over array words and instances (netlist names) <==
name	flops
count1	4
count0	14
==> cell families after synthesis <==
family | count (synthesis) | share of synthesized area
xor gates and xnor gates | 12 | 0.00588
buffers and inverters | 378 | 0.0849
muxes | 112 | 0.0959
DFF | 18 | 0.0252
AOI/OAI and AO/OA | 822 | 0.300
adders and majority gates | 390 | 0.273
and+or+nand+nor | 796 | 0.216
==> final cells by class <==
cell class / instances / area, um^2 / share of cell area
well taps: 773 / 967 / 0.0432
diodes: 8 / 20.0 / 0.000895
repair buffers: 419 / 4130 / 0.185
inverters: 205 / 774 / 0.0346
clock buffers: 4 / 88.8 / 0.00397
flip-flops and latches: 18 / 450 / 0.0201
multi-input cells: 2132 / 15900 / 0.713
Power and IR drop assume default switching activity.
