$ cat flow/config.mk
export PLATFORM = sky130hd
export DESIGN_NAME = regfile
export DESIGN_NICKNAME = regfile
export VERILOG_FILES = /design/flow/design.v
export SDC_FILE = /design/flow/constraint.sdc
export NUM_CORES = 4
export LEC_CHECK = 1
export CORE_UTILIZATION = 40
$ cat flow/constraint.sdc
current_design regfile

set clk_period 1.0
set clk_io_pct 0.2

create_clock -name clk0 -period $clk_period [get_ports {CLK}]

set non_clock_inputs [all_inputs -no_clocks]
set_input_delay [expr $clk_period * $clk_io_pct] -clock clk0 $non_clock_inputs
set_output_delay [expr $clk_period * $clk_io_pct] -clock clk0 [all_outputs]
$ cat flow/run.sh
#!/bin/bash
# OpenROAD 26Q1-2900-gdf79404cd8, Yosys 0.63+post, stock flow scripts
make -C /OpenROAD-flow-scripts/flow DESIGN_CONFIG=/design/flow/config.mk WORK_HOME=/design/flow/orfs finish
$ cat flow/design.v
module regfile (
  output reg [15:0] q0,
  output reg [15:0] q1,
  output reg [15:0] q2,
  output reg [15:0] q3,
  output reg [15:0] q4,
  output reg [15:0] q5,
  output reg [15:0] q6,
  output reg [15:0] q7,
  input [15:0] d,
  input load,
  input [2:0] wsel,
  input CLK,
  input RSTN
  );
  always @(posedge CLK or negedge RSTN)
  begin
    if (!RSTN) begin
      {q0,q1,q2,q3,q4,q5,q6,q7} <= 128'b0;
    end
    else if (load) begin
      case (wsel)
      3'b000 : q0 <= d;
      3'b001 : q1 <= d;
      3'b010 : q2 <= d;
      3'b011 : q3 <= d;
      3'b100 : q4 <= d;
      3'b101 : q5 <= d;
      3'b110 : q6 <= d;
      3'b111 : q7 <= d;
      endcase
    end
  end
endmodule
==> flow_metrics.py <==
# Physical implementation metrics
metrics = {
    "outcome": {
        "status": "finished with violations",
        "violations": "hold timing, setup timing",
    },
    "clock_network": {
        "h-tree-depth": 4,
        "cts_tree": "yes",
        "cts.sinks": 128,
        "clk_pin_slew_ns": 0.05,
        "cts_buffer_depth": 2,
        "cts-root-buf": "clkbuf_16",
        "insertion_delay_ns": 0.40,
        "numCtsBuffers": 17,
    },
    "global_route": {
        "grt_pass1_wl_mm": 20.8,
        "grt_pass1_vias": 3502,
        "grtUsageMet2_pct": 35.1,
        "use_met1_pct": 35.5,
        "grtUsageMet3_pct": 6.82,
        "grt_overflow": 0,
        "antenna_found_initial": 0,
        "grt_max_degree": 39,
        "busiest_layer": "met1",
        "grtUsageTotal_pct": 22.9,
    },
    "placed_design": {
        "dpl.hpwl_mm": 8.39,
        "dpl_worst_slack_ns": -0.873,
        "gp_congestion": 0.769,
        "placed_area_sq_um": 7300,
        "port-buffer-count": 149,
    },
    "worst_setup_path": {
        "crit_arrival_ns": 0.93,
        "r2r-start": "q0[7]",
        "crit_family": "flip-flops",
        "cp-startpoint": "q4[10]",
        "worst-r2r-cell-count": 3,
        "path_cells": "buf_2",
        "reg2reg_to": "q0[7]",
        "crit_fanout": 2,
        "critical_path_buf_inv_count": 1,
        "cp-start-kind": "register",
        "slowest_delay_ns": 0.39,
        "critPathKind": "register to output pin",
        "rrSetupSlack_ns": -0.01,
        "critical-path-slowest-cell": "dfrtp_1",
        "cp.depth": 1,
        "crit_path_end_kind": "output pin",
        "worstSetupEndpoint": "q4[10]",
        "cp.required_ns": 0.80,
    },
    "synthesis": {
        "syn_area_sq_um": 4910,
        "syn_avg_cell_area_sq_um": 17.6,
        "synth_cells": 279,
        "yosysWarnings": 1,
        "yosysTopAreaCell": "dfrtp_1",
        "ff_type": "dfrtp_1",
        "yosysTopAreaCellShare_pct": 65.2,
        "ys_chip_area_sq_um": 4910,
        "synth-edff-count": 0,
        "synth-seq-area-share_pct": 65.2,
        "numSynthFlops": 128,
        "ys_cells": 279,
        "ys_sh_adder_pct": 0,
        "ys_sh_aoi_pct": 0,
        "yosys.cell_count.top_type": "dfrtp_1",
        "yosys.area_share.simple_pct": 2.32,
        "synth.distinct_cells": 12,
        "area_leaders": "dfrtp_1, mux2_2, mux2_4",
        "logic_family": "multiplexers",
        "ys_async_sr_fraction_pct": 100,
        "mux_share_pct": 30.1,
        "xor_area_share_pct": 0,
        "common_cells": "dfrtp_1, mux2_2, mux2_4, buf_2, buf_6",
    },
    "cells_and_area": {
        "fill_cells": 896,
        "areaGrowthSynthToFinish_pct": 61.0,
        "utilization_pct": 65.9,
        "stdcell_area_sq_um": 7910,
        "drive_gt1_share_pct": 73.8,
    },
    "die": {
        "core_area_sq_um": 12000,
        "fp-row-count": 40,
        "chip_area_sq_um": 12700,
        "die_height_um": 113,
        "initial_core_util_pct": 40.9,
        "ioPinCount": 150,
        "die_w_um": 113,
    },
    "detailed_routing": {
        "vias": 3375,
        "n_antenna_cell": 0,
        "firstDrtPassIters": 4,
        "drt_iter0_markers": 119,
        "ant_nets": 0,
        "drt-wirelength-per-cell_um": 19.5,
        "wl_mm": 13.8,
        "drc": 0,
        "vias_per_cell": 4.77,
    },
    "timing": {
        "post-route-min-period_ns": 1.13,
        "max_freq_mhz": 888,
        "finalSetupViolCount": 150,
        "worst_clock_skew_ns": 0,
        "fin_crit_sh_pct": 113,
        "rsz0062_at_grt": "true",
        "hold_violations": 128,
        "slew_violations": 0,
        "worst_slew_pin_slew_ns": 0.373,
        "fin_ws_ns": -0.126,
        "worst_hold_slack_ns": -0.343,
        "slew_headroom_pct": 75.1,
    },
    "job": {
        "warnings": 30,
        "maxCapViolCount": 0,
    },
    "hold_path": {
        "hold_class": "input pin to asynchronous set/reset pin",
    },
    "pwr": {
        "p_per_area_nw_per_um2": 2190,
        "power.static_leakage_uw": 0.00397,
        "peakVddDrop_uv": 1840,
    },
}
cell type report:
class                           count  area, sq um  share of cell area (%)
Clock buffer                       26          519                    6.56
Tap cell                          147          184                    2.32
Clock inverter                      4         97.6                    1.23
Timing Repair Buffer              266         2040                    25.8
Multi-Input combinational cell    136         1870                    23.6
Sequential cell                   128         3200                    40.5
power by group:
part	leakage [uW]	total [uW]	internal, uW	switching, uW
clock	0.000299	6360	4290	2060
combinational	0.00213	4050	2980	1070
sequential	0.00154	6930	6330	593
timing repair:
| item | in CTS | in global routing |
|---|---|---|
| pin swaps | 2 | 4 |
| cloned | 4 | 2 |
| endpoints found under the setup margin | 256 | 239 |
| gates resized | 441 | 22 |
| buffers inserted | 40 | 24 |
| hold endpoints to repair | 128 | 113 |
metrics by stage:
stage / cells / total power (uW) / TNS (ns) / hold WS [ns]
after detailed placement: 625 / 11400 / -104.02 / 0.0861
after CTS: 698 / 17300 / -18.38 / -0.349
after floorplan: 279 / 8010 / -27.71 / -0.0956
after global routing: 707 / 18200 / -18.26 / -0.347
after global placement: 625 / 11400 / -100.88 / 0.0865
final: 707 / 17300 / -12.89 / -0.343
cells by family (layout without fill, tap and decap cells):
family / count (synthesis) / in the layout
flops: 128 / 128
buf+inv: 15 / 296
mux: 128 / 128
simple gates: 8 / 8
sequential cells by signal, indices dropped and copies added (netlist names):
register	flops
q4	16
q6	16
q3	16
q2	16
q0	16
q7	16
q5	16
q1	16
routing by layer:
layer  routed length, um  vias to the layer above
met5                   0                        -
met4                 136                        0
met3                 775                       12
met2                6520                       96
met1                6380                     1720
li1                    -                     1547
worst min path at each step:
stage         slack [ns]  cells after the start  from    end
CTS                -0.35                      1  RSTN  q6[7]
global route       -0.35                      1  RSTN  q7[7]
finish             -0.34                      1  RSTN  q7[7]
cell usage in the layout (no fill, tap or decap):
| cell type | n |
|---|---|
| nand4b_2 | 1 |
| clkbuf_8 | 6 |
| buf_8 | 2 |
| mux2_4 | 68 |
| buf_16 | 2 |
| clkbuf_16 | 20 |
| buf_12 | 11 |
| clkdlybuf4s50_1 | 16 |
| nand4b_4 | 2 |
| and4bb_4 | 1 |
| nor4bb_4 | 2 |
| clkinvlp_4 | 1 |
| buf_4 | 82 |
| nor4b_4 | 1 |
| nand4_4 | 1 |
| bufinv_16 | 3 |
| mux2_2 | 60 |
| buf_6 | 21 |
| clkbuf_1 | 3 |
| dfrtp_1 | 128 |
| buf_2 | 129 |
Power figures rest on the tool's default switching activity, not on a simulated workload.
